==> design.v <==
module divisor #(parameter WIDTH=4) (A_IN,B_IN,Q_OUT,R_OUT,STATE_OUT,NEXT_OUT,clk,rst,en,A_REG,B_REG,COUNT_OUT,COUNT_MAX,valid);
  input [WIDTH-1:0] A_IN;
  input [WIDTH-1:0] B_IN;
  input clk,rst,en;
  output [WIDTH-1:0] Q_OUT;
  output [WIDTH-1:0] R_OUT;
  output [WIDTH-1:0] A_REG;
  output [WIDTH-1:0] B_REG;
  output [2:0] STATE_OUT;
  output [2:0] NEXT_OUT;
  output [WIDTH-1:0] COUNT_OUT;
  output COUNT_MAX;
  output valid;
  reg valid_r;
  reg [WIDTH-1:0] A;  
  reg [WIDTH-1:0] B;  
  reg [WIDTH-1:0] Q;  
  reg [WIDTH-1:0] R;  
  reg [2:0]	cur_state;
  reg [2:0]	next_state;
  reg [WIDTH-1:0]counter; 
  assign Q_OUT = Q;
  assign R_OUT = R;
  assign A_REG = A;
  assign B_REG = B;
  assign valid = valid_r;
  assign STATE_OUT = cur_state;
  assign NEXT_OUT = next_state;
  assign COUNT_OUT =counter;
  assign COUNT_MAX = (counter>=WIDTH) ? 1:0;
  localparam IDLE = 3'd0;
  localparam ZERO = 3'd1;
  localparam LOAD = 3'd2;
  localparam DIV = 3'd3;
  localparam FINISH = 3'd4;
  always @(posedge clk) begin
    if(B_IN==0)
      cur_state<=IDLE;
    else if(rst)
      cur_state<=ZERO;
    else
      cur_state<=next_state;
  end
  always @(*)begin
    case(cur_state)
      IDLE:begin
        if(rst)
          	next_state=ZERO;
      	else if(en)
      		next_state=LOAD;
        else
          	next_state=IDLE;
      end
      ZERO:begin
        if(en)
          next_state=LOAD;
        else
          next_state=ZERO;
      end
      LOAD:begin
        	next_state=DIV;
      end
      DIV:begin
        if(COUNT_MAX)
          next_state=FINISH;
        else
          next_state=DIV;
      end
      FINISH:begin
          next_state=IDLE;
      end
    endcase
  end
  always @(posedge clk)begin
    case(cur_state)
      IDLE:begin
        A<=A;
        B<=B;
        Q<=Q;
        R<=R;
        counter<=1'd0;
        valid_r <=1'd0;
      end
      ZERO:begin
        A<=0;
        B<=0;
        Q<=0;
        R<=0;
        valid_r <=1'd0;
      end
      LOAD:begin
        A<=A_IN;
        B<=B_IN;
        counter<=1'd0;
      end
      DIV:begin
        if((R>=B)& !COUNT_MAX)begin
          R<=R-B;
          Q<= Q + 1'b1;
        end
        else if ((R<B) & !COUNT_MAX) begin
          counter<=counter+1;
          R<={R[WIDTH-2:0],A[WIDTH-1]};
          A<=A<<1;
          Q<=Q<<1;
        end
      end
      FINISH:begin
        if(R >= B) begin
          	R<=R-B;
          	Q<= Q + 1'b1;
        end
       	else begin
        	Q<=Q;
      		R<=R;
        end
        counter<=1'd0;
        valid_r <= 1;
      end
    endcase
  end
endmodule
==> run.sh <==
#!/bin/bash
# OpenROAD 26Q1-2900-gdf79404cd8, Yosys 0.63+post, stock flow scripts
make -C /OpenROAD-flow-scripts/flow DESIGN_CONFIG=/design/flow/config.mk WORK_HOME=/design/flow/orfs finish
==> config.mk <==
export PLATFORM = sky130hd
export DESIGN_NAME = divisor
export DESIGN_NICKNAME = divisor
export VERILOG_FILES = /design/flow/design.v
export SDC_FILE = /design/flow/constraint.sdc
export NUM_CORES = 4
export LEC_CHECK = 1
export CORE_UTILIZATION = 30
==> constraint.sdc <==
current_design divisor

set clk_period 2.9
set clk_io_pct 0.2

create_clock -name clk0 -period $clk_period [get_ports {clk}]

set non_clock_inputs [all_inputs -no_clocks]
set_input_delay [expr $clk_period * $clk_io_pct] -clock clk0 $non_clock_inputs
set_output_delay [expr $clk_period * $clk_io_pct] -clock clk0 [all_outputs]
==> flow_summary.toml <==
# flow metrics
[cts]
htreeDepth = 1
clkLatencyLatePin_ns = 0.27
cts-root-buf = "clkbuf_8"
post_cts_resize_count = 0
cts_made_buffers = 3
clkTransAtPathRegs_ns = 0.08
clk_path_buf_depth = 2
hold_buffers = 0
cts_setup_buffers = 0
tritoncts = "yes"

[setup_path]
end_kind = "flop"
critPathRequiredTime_ns = 2.81
crit_fanout = 4
rrSetupSlack_ns = 0.40
path_class = "reg -> reg"
cp-start-kind = "flop"
arrival_ns = 2.41

[drt]
detail_route.vias_per_cell = 4.75
drc = 0
insertedDiodeCount = 0
vias = 1044
wl_per_cell_um = 12.4
drtAntennaViolNets = 0
firstDrtPassIters = 4
drt-initial-drc-count = 35
wirelength_um = 2730

[placement]
gp_congestion = 0.785
dpl_cell_area_um2 = 1820
place_ws_ns = 0.391
dp_hpwl_um = 2160
port_buffers = 38
placedCellCount = 216

[power_and_ir_drop]
power_mw = 0.769
leakagePower_nw = 0.728
ir_worst_vdd_mv = 0.171
pwr_density_cell_nw_per_um2 = 412

[logic_synthesis]
netlist_area_um2 = 1380
yosysWarnings = 1
yosys_cells = 128
synth.distinct_cells = 35
ys.flops = 27
ys_chip_area_um2 = 1380
syn_avg_cell_area_um2 = 10.8
netlist_instances = 128

[cells_and_area]
finalInstanceArea_um2 = 1860
final_core_util = 0.425
instances_no_fill = 220
lay_top_count = "clkdlybuf4s50_1"
final_cell_mix = "clkdlybuf4s50_1, edfxtp_1, nor2_1, inv_1, nand2_1"
drive_above_1_share = 0.0536
syn_to_final_growth_pct = 35.1

[global_route]
grt_pass1_wl_um = 4680
antenna_found_initial = 0
grt_pass1_vias = 1040
grt_max_degree = 15
track_usage = 0.124
gr-total-overflow = 0

[die]
core-area_um2 = 4380
fp_util = 0.315
dieArea_um2 = 4880
io_pins = 39
fp-row-count = 24
die_w_um = 69.8
die_h_um = 69.8

[sta]
hold_viol = 0
unclocked_pins = 3
fin_crit_sh = 0.862
clock.fmax_mhz = 400
untimed_endpoints = 6
setup_ws_ns = 0.400
setup-violations-final = 0
maxSlewViolCount = 0
worst_pin_slew_ns = 0.792
max-slew-margin-rel = 0.468
final.setup.tns_ns = 0
whs_ns = 0.586
period_needed_ns = 2.50
skew_ns = 0.00747
rsz0062_at_grt = "no"

[hold_path]
holdCritPathClass = "reg -> reg"

[run]
cap_viol_max_count = 0
warning_count = 25

[run_status]
outcome = "completed"
synth_stat cells:
library cell	number	area (um2)
o21bai_1	1	7.51
dlxtn_1	3	45.0
and4bb_4	1	16.3
clkbuf_1	1	3.75
o31a_1	1	8.76
dfxtp_1	3	60.1
nor2_2	1	6.26
a21o_1	3	22.5
a21boi_0	1	7.51
xor2_1	2	17.5
o311a_1	1	10.0
and2_1	8	50.1
fa_1	1	20.0
a221oi_4	1	26.3
a31oi_1	2	12.5
edfxtp_1	21	631
o21ai_1	8	40.0
xnor2_1	4	35.0
buf_2	2	10.0
a21oi_1	6	30.0
nand3_1	1	5.00
nor2_1	15	56.3
a211oi_1	2	15.0
nand2b_1	2	12.5
and4_1	1	8.76
nor2b_1	2	12.5
ha_1	6	75.1
a22o_1	3	26.3
nor3_1	2	10.0
inv_1	9	33.8
nand2_1	9	33.8
maj3_1	1	10.0
inv_2	2	7.51
nand3b_1	1	7.51
nor4_1	1	6.26
sequential cells by signal (all words and copies together), names as in the netlist:
| signal | count |
|---|---|
| A | 4 |
| B | 4 |
| Q | 4 |
| R | 4 |
| counter | 4 |
| cur_state | 3 |
| next_state | 3 |
| valid_r | 1 |
final cells by class:
type	instances	area (um2)
Clock buffer	4	45.0
Tap cell	52	65.1
Inverter	11	41.3
Multi-Input combinational cell	87	589
Fill cell	423	2520
Timing Repair Buffer	39	388
Sequential cell	27	736
worst max-delay path: stages, from the launching register on:
cell,delay (ns)
edfxtp_1,0.40
inv_1,0.07
ha_1,0.13
inv_1,0.05
fa_1,0.39
a21o_1,0.21
a31oi_1,0.32
a21oi_1,0.14
nor3_1,0.42
cell families (layout without fill, tap and decap cells):
logic type / count (synthesis) / count (layout) / synth area share
AND-OR/OR-AND: 29 / 29 / 0.150
XOR/XNOR: 6 / 6 / 0.0381
adder cells (fa/ha/maj): 8 / 8 / 0.0762
buffers and inverters: 14 / 54 / 0.0399
flip-flops: 24 / 24 / 0.500
latches: 3 / 3 / 0.0326
AND/OR/NAND/NOR: 44 / 44 / 0.163
report_power, final:
part,switching (mW),internal (mW)
registers,0.0222,0.402
logic,0.0581,0.0848
clock network,0.103,0.0981
per-layer routing:
layer / track usage / vias up / wire length [um]
li1: - / 533 / -
met1: 0.185 / 465 / 1250
met2: 0.193 / 42 / 1260
met3: 0.0369 / 4 / 186
met4: 0.0156 / 0 / 34
met5: 0 / - / 0
path summary, 6_finish.rpt:
kind | from | endpoint | depth (start not counted)
worst max-delay path | R[0] | A[0] | 8
worst min-delay path | A[3] | R[0] | 2
worst max register to register | R[0] | A[0] | 8
worst min register to register | A[3] | R[0] | 2
