==> flow/design.v <==
module umultiplier #(parameter WIDTH=4) (
  input [WIDTH-1:0]A,
  input [WIDTH-1:0]B,
  input clk,
  input start,
  output [2*WIDTH-1:0]Z,
  output valid_out,
  output busy_out,
  output [2*WIDTH-1:0]inter_out,
  output [WIDTH-1:0]i_out,
  output [WIDTH-1:0]A1_out,
  output [WIDTH-1:0]B1_out,
  output mult_out
);
  reg [WIDTH-1:0] i; 
  reg valid;
  reg busy;
  reg [2*WIDTH-1:0] inter; 
  reg [2*WIDTH-1:0] accum; 
  reg mult; 
  reg [WIDTH-1:0]B1;  
  reg [WIDTH-1:0]A1;  
  assign valid_out = valid;
  assign busy_out = busy;
  assign Z = accum;
  assign inter_out = inter;
  assign i_out = i;
  assign A1_out=A1;
  assign B1_out=B1;
  assign mult_out=0;
  always @(posedge clk)begin
    if(start)begin
      i<=0;
      valid<=0;
      busy<=1;
      accum<=0;
      inter<=0;
      A1<=A;
      B1<=B;
    end
    else if(busy)begin
      if (i == WIDTH) begin   
        valid<=1;
        busy<=0;
        i<=0;
      end 
      else begin
        mult<=B1[i];
        if (B1[i]) begin
          accum <= accum + (A1 << i);
        end
        	i<=i+1;
      end
    end  
  end
endmodule
==> flow/run.sh <==
#!/bin/bash
# OpenROAD 26Q1-2900-gdf79404cd8, Yosys 0.63+post, stock flow scripts
make -C /OpenROAD-flow-scripts/flow DESIGN_CONFIG=/design/flow/config.mk WORK_HOME=/design/flow/orfs finish
==> flow/config.mk <==
export PLATFORM = sky130hd
export DESIGN_NAME = umultiplier
export DESIGN_NICKNAME = umultiplier
export VERILOG_FILES = /design/flow/design.v
export SDC_FILE = /design/flow/constraint.sdc
export NUM_CORES = 4
export LEC_CHECK = 1
export CORE_AREA = 10 10 91 91
export DIE_AREA = 0 0 101 101
==> flow/constraint.sdc <==
current_design umultiplier

set clk_period 3.6
set clk_io_pct 0.2

create_clock -name clk0 -period $clk_period [get_ports {clk}]

set non_clock_inputs [all_inputs -no_clocks]
set_input_delay [expr $clk_period * $clk_io_pct] -clock clk0 $non_clock_inputs
set_output_delay [expr $clk_period * $clk_io_pct] -clock clk0 [all_outputs]
==> out/metrics.yaml <==
ys.flops: 22
core-area_sq_um: 6350
ant_nets: 0
htree_levels: 1
die_w_um: 101
whs_path_depth: 2
antenna_found_initial: 0
insertion_delay_ps: 260
synth-async-reset-ratio: 0
vdd_drop_max_mv: 0.2386
vias_per_cell: 4.402
hold_buffers: 0
r2r-start: "i[0]"
root_buffer: "clkbuf_8"
cts_buffers: 3
drive_gt1_frac: 0.06780
cts_setup_buffers: 0
cts_tree: "built"
first_pass_iters: 4
tool_warnings: 26
slew_violations: 0
rows: 29
cts_resized: 0
crit_family: "simple AND/OR/NAND/NOR gates"
insertedDiodeCount: 0
max_stage_delay_ps: 630
post-dp-hpwl_um: 2393
rsz0062_at_grt: "no"
fin_worst_skew_ps: 3.550
die-area_sq_um: 10200
synth_seq_share: 0.3748
fin_cells: 254
rr_endpoint: "accum[7]"
drt_iter0_drc: 76
max-clock-path-buffers: 2
critPathArrivalTime_ps: 3110
routedWlPerCell_um: 12.51
grt_max_degree: 26
topCombFamilyByArea: "simple AND/OR/NAND/NOR gates"
grt_pass1_wl_um: 5313
dpl.cell_count: 250
yosysUniqueCellTypes: 44
simple_gate_area_frac: 0.1874
cp-start-kind: "flop"
synth_cells: 149
drc: 0
status: "complete, no violations"
adder_share: 0.09550
synth-edff-count: 8
slew_headroom: 0.5941
path_max_fanout: 12
overflow: 0
mux_share: 0.08649
fillers: 656
worst_slew_pin_slew_ps: 607.1
ys_area_sq_um: 1389
first_global_vias: 1078
finalCritPeriodShare: 0.8081
ff_type: "dfxtp_1"
fmax_ghz: 0.3437
powerDensity_nw_per_um2: 438.9
routed_wl_um: 3178
initCoreUtil: 0.2187
numClockSinks: 22
xor_share: 0.006306
setup_tns_ps: 0
clkTransAtPathRegs_ps: 80
yosys_cells: 149
yosysWarnings: 1
leakagePower_uw: 0.0006688
die_h_um: 101
mostFrequentLayoutCells: "clkdlybuf4s50_1 (31), nor2_1 (19), dfxtp_1 (14), a21oi_1 (12)"
ff2ff_path_depth: 8
setup_violations: 0
finalCriticalPeriod_ps: 2909
critPathKind: "flop to flop"
cp.required_ps: 3800
port_buffers: 31
worstHoldPathType: "flop to flop"
syn-cell-area_sq_um: 1389
holdPathEnd: "accum[7]"
power.total_uw: 779.2
area_delta_synth_final_pct: 27.84
vias: 1118
syn_avg_cell_area_sq_um: 9.321
worst-path-buf-inv: 0
io_pins: 41
final_util: 0.2796
gp_congestion: 0.8367
cp-end-kind: "flop"
slowest_stage: "dfxtp_1"
ys_sh_aoi: 0.1595
hold_violations: 0
track_usage: 0.06297
cap_viol_max_count: 0
mostFrequentLayoutCell: "clkdlybuf4s50_1"
crit_chain: "mux4_2 -> and2_2 -> ha_1 -> nand2_1 -> a211o_4 -> and3_2 -> or4_1 -> a21oi_1"
min_from: "accum[7]"
r2r_slack_ps: 690
timing.hold.ws_ps: 488.3
-- area by class of cell --
class	instances	area (sq um)	share of cell area
Timing Repair Buffer	32	317.8	0.1790
Clock inverter	1	3.754	0.002114
Tap cell	77	96.34	0.05426
Clock buffer	3	41.29	0.02326
Sequential cell	22	520.5	0.2932
Inverter	5	18.77	0.01057
Multi-Input combinational cell	114	777.0	0.4376
-- how the worst max path moves through the flow --
stage	startpoint	to	slack (ps)	cells after the start
after global routing	i[1]	accum[7]	480	10
after CTS	i[0]	accum[7]	680	8
final	i[0]	accum[7]	690	8
-- sequential cells by signal, indices dropped and copies added, names as in the netlist --
| register | count |
|---|---|
| valid | 1 |
| i | 4 |
| B1 | 4 |
| accum | 8 |
| busy | 1 |
| A1 | 4 |
-- metrics by stage --
stage	setup slack [ps]	cell area, sq um
2_1_floorplan	896.0	1419
3_3_place_gp	765.3	1730
3_5_place_dp	722.9	1730
4_1_cts	681.0	1775
5_1_grt	477.8	1775
6_report	690.9	1775
-- cells by family after synthesis --
kind of cell	after synthesis
adder cells (fa/ha/maj)	10
XOR/XNOR	1
flip-flops	22
multiplexers	9
AND-OR/OR-AND	33
buffers and inverters	21
AND/OR/NAND/NOR	52
other	1
-- cell usage after synthesis, types with 4 or more instances --
cell type | number | area (sq um)
nand2_1 | 8 | 30.03
a21oi_1 | 12 | 60.06
nand3b_1 | 4 | 30.03
nor2b_1 | 4 | 25.02
mux2i_1 | 6 | 60.06
edfxtp_1 | 8 | 240.2
nor3_1 | 4 | 20.02
nor2_1 | 19 | 71.32
ha_1 | 9 | 112.6
o21ai_0 | 4 | 20.02
inv_1 | 5 | 18.77
dfxtp_1 | 14 | 280.3
buf_4 | 9 | 67.56
nand3_1 | 4 | 20.02
clkbuf_1 | 5 | 18.77
-- worst min-delay path, delay by kind of cell (launching register included) --
kind           cells  cell delay, ps
flip-flops         1             330
AND-OR/OR-AND      2             120
-- report_power, final --
part / internal [uW] / switching (uW)
Clock: 76.2 / 82.1
Combinational: 160 / 127
Sequential: 291 / 43.7
-- per-layer routing --
| metal | track usage | vias to the layer above | part of all wire |
|---|---|---|---|
| li1 | - | 573 | - |
| met1 | 0.09060 | 503 | 0.51 |
| met2 | 0.08796 | 38 | 0.39 |
| met4 | 0.007503 | 0 | 0.012 |
| met5 | 0 | - | 0 |
| met3 | 0.02772 | 4 | 0.082 |
